[/design/flow/constraint.sdc]
current_design vendingmachine

set clk_period 2.4
set clk_io_pct 0.2

create_clock -name clk0 -period $clk_period [get_ports {clock}]

set non_clock_inputs [all_inputs -no_clocks]
set_input_delay [expr $clk_period * $clk_io_pct] -clock clk0 $non_clock_inputs
set_output_delay [expr $clk_period * $clk_io_pct] -clock clk0 [all_outputs]
[/design/flow/config.mk]
export PLATFORM = sky130hd
export DESIGN_NAME = vendingmachine
export DESIGN_NICKNAME = vendingmachine
export VERILOG_FILES = /design/flow/design.v
export SDC_FILE = /design/flow/constraint.sdc
export NUM_CORES = 4
export LEC_CHECK = 1
export CORE_AREA = 10 10 70 70
export DIE_AREA = 0 0 80 80
[/design/flow/design.v]
module vendingmachine(clock,reset,inpco,vending,state);
input clock;
input reset;
input [3:0] inpco;
output [2:0] vending;
output [1:0] state;
reg [2:0] vending;
parameter [3:0] IN050=4'b0001;
parameter [3:0] IN100=4'b0010;
parameter [3:0] COFFEE=4'b0100;
parameter [3:0] RETBUT=4'b1000;
parameter [2:0] IDLE=3'b000;
parameter [2:0] PASS=3'b001;
parameter [2:0] VENCOF=3'b010;
parameter [2:0] RETWON=3'b100;
parameter [1:0] HAV000=2'b00;
parameter [1:0] HAV050=2'b01;
parameter [1:0] HAV100=2'b10;
parameter [1:0] HAV150=2'b11;
reg [1:0] state, next_state;
always @(state or inpco)
  begin
    next_state=HAV000;
      case(state)
        HAV000: case(inpco)
                  IN050: next_state=HAV050;
                  IN100: next_state=HAV100;
                  COFFEE: next_state=HAV000;
                  RETBUT: next_state=HAV000;
                endcase
        HAV050: case(inpco) 
                  IN050: next_state=HAV100;
                  IN100: next_state=HAV150;
                  COFFEE: next_state=HAV050;
                  RETBUT: next_state=HAV000;
                endcase
        HAV100: case(inpco) 
                  IN050: next_state=HAV100;
                  IN100: next_state=HAV100;
                  COFFEE: next_state=HAV000;
                  RETBUT: next_state=HAV000;
                endcase
        HAV150: case(inpco) 
                  IN050: next_state=HAV150;
                  IN100: next_state=HAV150;
                  COFFEE: next_state=HAV000;
                  RETBUT: next_state=HAV000;
                endcase
      endcase
  end
always @(posedge clock or negedge reset)
    if(!reset) begin
      state <= HAV000;
      vending <= IDLE;
      end
      else state <= next_state;
always @(posedge clock) 
      case (state)
          HAV000: vending <= IDLE;
          HAV050: case(inpco)
                    IN050:
                        vending <= IDLE;
                    IN100:
                        vending <= IDLE;
                    COFFEE:
                        vending <= IDLE;
                    RETBUT:
                        vending <= RETWON;
                  endcase
          HAV100: case(inpco)
                    IN050:
                        vending <= PASS;
                    IN100:
                        vending <= PASS;
                    COFFEE:
                        vending <= VENCOF;
                    RETBUT:
                        vending <= RETWON;
                  endcase
          HAV150: case(inpco)
                    IN050:
                        vending <= PASS;
                    IN100:
                        vending <= PASS;
                    COFFEE:
                        vending <= VENCOF;
                    RETBUT:
                        vending <= RETWON;
                  endcase
        endcase
endmodule
[/design/flow/run.sh]
#!/bin/bash
# OpenROAD 26Q1-2900-gdf79404cd8, Yosys 0.63+post, stock flow scripts
make -C /OpenROAD-flow-scripts/flow DESIGN_CONFIG=/design/flow/config.mk WORK_HOME=/design/flow/orfs finish
==> metrics.cfg <==
[placement]
place_inst = 69
port_buffers = 7
gp_congestion = 0.7082
hpwl_um = 393.8

[critical_path]
r2r_start = state[0]$_DFF_PN0_
critPathKind = flop to primary output
worstSetupStartpoint = state[0]$_DFF_PN0_
arrival_ns = 1.12
slowest_delay_ns = 0.49
endpoint = state[0]
endpoint_kind = primary output
cp_num_buf_inv = 1
slowest_stage = clkdlybuf4s50_1
crit_fanout = 5
cp-start-kind = flop
critPathTopFamily = buffers and inverters
crit_chain = clkdlybuf4s50_1
worst_r2r_endpoint = state[0]$_DFF_PN0_
reg2reg_depth = 3
crit_required_ns = 1.92
r2r_slack_ns = 1.32
worst-path-stages = 1

[cells_and_area]
layout_top_cell = clkdlybuf4s50_1
drive_above_1_share_pct = 15.38
regMostFlops = state
comb_area_um2 = 83.83
ff_latch_area_um2 = 50.05
final_cell_mix = clkdlybuf4s50_1 (7), conb_1 (3), clkbuf_4 (3)
largest_reg_flops = 2
syn2layout_area_growth_pct = 88.00
nFillCells = 398
reg_top3 = state x2
layoutNonFillerInstCount = 73

[floorplanning]
die_width_um = 80
core_mm2 = 0.003416
num_rows = 21
die_area_mm2 = 0.006400
chipHeight_um = 80
fp_util_pct = 4.579
num_io_pins = 11

[yosys]
yosysUniqueCellTypes = 13
ys_seq_share_pct = 32.00
syn_avg_cell_area_um2 = 9.200
yosysChipArea_um2 = 156.4
yosysWarnings = 7
ys_sh_aoi_pct = 15.20
ys_cells = 17
ys_sh_adder_pct = 0
synth_area_um2 = 156.4
xor_area_share_pct = 5.600
mux_area_share_pct = 0
ys_ff = 2
synthTopLogicFamily = simple AND/OR/NAND/NOR gates
ys_sh_simple_pct = 25.60
postSynthCellCount = 17

[grt]
grt_pass1_wl_um = 752
grt_max_degree = 6
grt_overflow = 0
antenna_found_initial = 0
grt_usage_pct = 1.713
grt_pass1_vias = 154

[hold_path]
min_path_type = input port to async pin

[timing]
setup_tns_ns = 0
max_freq_mhz = 626.5
rsz0062_at_grt = no
drv_slew = 0
period_needed_ns = 1.596
finClkSkew_ns = 0.002879
min_period_over_period_pct = 66.51
hold_violations = 0
setup_viol = 0

[flow_run]
cap_violations = 0
warning_count = 25

[power]
power_density_mw_per_mm2 = 445.2
finalPower_uw = 130.9
peakVddDrop_uv = 62.35
p_leak_uw = 0.0001063

[cts]
insertion_delay_ns = 0.23
cts_setup_buffers = 0
cts-root-buf = clkbuf_4
cts_tree = built
cts_max_level = 1
cts_buffer_depth = 2
cts_made_buffers = 3
cts.clk_slew.worst_paths_ns = 0.03
cts_hold_buf = 0
post_cts_resized = 0
clock-sinks = 2

[status]
status = finished, final reports clean

[routing]
drt.antenna.violating_nets = 0
first_iter_violations = 7
via_count = 149
viasPerCell = 2.041
wire_per_inst_um = 6.767
routed_wl_um = 494
drc = 0
drt_pre_antenna_iters = 2

==> cell families (layout without fill, tap and decap cells) <==
kind of cell    count (synthesis)  after routing
compound gates                  3              3
xor+xnor                        1              1
buf+inv                         5             12
flops                           2              2
other cells                     1              4
simple gates                    5              5
==> metal layers <==
layer	wire length, um	track usage (%)	up-vias
met4	14	0.7042	0
met1	187	1.528	63
met2	152	1.846	10
met3	138	2.727	2
met5	0	0	-
li1	-	-	74
==> area by class of cell <==
type	count	area share, %
repair buffers	7	23.83
clock buffers	3	7.660
well taps	46	19.57
flip-flops and latches	2	17.02
diodes	1	0.8511
inverters	2	2.553
multi-input cells	12	28.51
==> per-stage QoR <==
step / instance area [um^2] / util, % / worst slack (ns) / hold WS [ns]
2_1_floorplan: 163.9 / - / 1.316 / 0.1844
3_3_place_gp: 269.0 / 7.875 / 0.7453 / 0.6500
3_5_place_dp: 269.0 / 7.875 / 0.7146 / 0.6509
4_1_cts: 291.5 / 8.535 / 0.7948 / 0.4076
5_1_grt: 291.5 / 8.535 / 0.7560 / 0.4165
6_report: 294.0 / 8.608 / 0.8037 / 0.4146
==> synth_stat cells, drive strengths merged <==
| cell | count | share of area (%) |
|---|---|---|
| buf | 3 | 14 |
| and4bb | 2 | 16 |
| dfrtp | 2 | 32 |
| inv | 2 | 4.8 |
| a211oi | 1 | 4.8 |
| a311oi | 1 | 5.6 |
| conb | 1 | 2.4 |
| nand2b | 1 | 4.0 |
| nor2 | 1 | 2.4 |
| nor3 | 1 | 3.2 |
| o211ai | 1 | 4.8 |
| xnor2 | 1 | 5.6 |
==> worst min-delay path by stage <==
stage | slack (ns) | endpoint | cells past startpoint | from
finish | 0.41 | state[1]$_DFF_PN0_ | 1 | reset
CTS | 0.41 | state[1]$_DFF_PN0_ | 1 | reset
global route | 0.42 | state[0]$_DFF_PN0_ | 1 | reset
==> power breakdown <==
| group | switching, uW | leakage (uW) | internal, uW |
|---|---|---|---|
| sequential | 1.29 | 0.0000274 | 35.0 |
| clock | 20.9 | 0.0000138 | 55.3 |
| combinational | 6.07 | 0.0000651 | 12.3 |
Power figures rest on the tool's default switching activity, not on a simulated workload.
